$ cat ./design.v
module top(
    input   logic   [7:0]   sw,
    input   logic           reset,
    output  logic   [4:0]   ledSig,
    output  logic   [6:0]   seg,
    output  logic           disL,
    output  logic           disR
    );
    ledLogic ledCall(sw,ledSig);
    displayMultiplexer displayCall(sw, reset, seg, disL, disR);
endmodule
module displayMultiplexer #(parameter displayFreqHz=1) (
    input   logic   [7:0]   switch,
    input   logic           reset,
    output  logic   [6:0]   segment,
    output  logic           displayL,
    output  logic           displayR
    );
    logic           toggleFreq;
    logic   [3:0]   intSwitch;
    logic   [1:0]   toggle;
    frequencyGenerator #(.divisionFactor(48000)) freqGenCall (reset, toggleFreq);
    always_ff @(posedge toggleFreq)
    if ((~reset) | (toggle[1]&(~toggle[0]))) begin
        toggle <= 2'b01;
        intSwitch <= ~(switch[3:0]);
    end
    else begin
        toggle <= 2'b10;
        intSwitch <= ~(switch[7:4]);
    end
    assign displayL = ~toggle[1];
    assign displayR = ~toggle[0];
	sevenSegLogic segLogicCall(intSwitch, segment);
endmodule
module frequencyGenerator #(parameter divisionFactor=24000000) (
    input   logic   reset,
    output  logic   desiredFreqOut
    );
    logic int_osc;
    HSOSC hf_osc (.CLKHFPU(1'b1), .CLKHFEN(1'b1), .CLKHF(int_osc));
    logic [31:0] counter = 0;
    always_ff @(posedge int_osc)
        if (~(reset)) counter <= 0;
        else if (counter < divisionFactor) counter <= counter + 1;
        else    counter <= 0;
    always_ff @(posedge int_osc)
        if (counter > (divisionFactor/2)) desiredFreqOut <= 1;
        else desiredFreqOut <= 0;
endmodule
module ledLogic(
    input   logic   [7:0]   switch,
    output  logic   [4:0]   led
    );
	logic [7:0] nSW;
	assign nSW = ~switch;
    assign led[4:0] = nSW[7:4] + nSW[3:0];
endmodule
module sevenSegLogic(
    input logic [3:0] switch,
    output logic [6:0] segment
    );
    always_comb
        case (switch)
            4'h0: segment <= ~7'b1111110;
            4'h1: segment <= ~7'b1001000;
            4'h2: segment <= ~7'b0111101;
            4'h3: segment <= ~7'b1101101;
            4'h4: segment <= ~7'b1001011;
            4'h5: segment <= ~7'b1100111;
            4'h6: segment <= ~7'b1110111;
            4'h7: segment <= ~7'b1001100;
            4'h8: segment <= ~7'b1111111;
            4'h9: segment <= ~7'b1001111;
            4'ha: segment <= ~7'b1011111;
            4'hb: segment <= ~7'b1110011;
            4'hc: segment <= ~7'b0110001;
            4'hd: segment <= ~7'b1111001;
            4'he: segment <= ~7'b0110111;
            4'hf: segment <= ~7'b0010111;
            default: segment <= ~7'b0000001;
        endcase
endmodule
$ cat ./run.sh
#!/bin/bash
# OpenROAD 26Q1-2900-gdf79404cd8, Yosys 0.63+post, stock flow scripts
make -C /OpenROAD-flow-scripts/flow DESIGN_CONFIG=/design/flow/config.mk WORK_HOME=/design/flow/orfs finish
$ cat ./constraint.sdc
current_design ledLogic

set clk_period 1.5
set clk_io_pct 0.2

create_clock -name clk0 -period $clk_period

set non_clock_inputs [all_inputs -no_clocks]
set_input_delay [expr $clk_period * $clk_io_pct] -clock clk0 $non_clock_inputs
set_output_delay [expr $clk_period * $clk_io_pct] -clock clk0 [all_outputs]
$ cat ./config.mk
export PLATFORM = sky130hd
export DESIGN_NAME = ledLogic
export DESIGN_NICKNAME = ledLogic
export VERILOG_FILES = /design/flow/design.v
export SDC_FILE = /design/flow/constraint.sdc
export NUM_CORES = 4
export LEC_CHECK = 1
export CORE_AREA = 10 10 70 70
export DIE_AREA = 0 0 80 80
==> out/qor.log <==
INFO  global_routing antenna_violations_before_repair=0
INFO  min_path       hold_depth=5
INFO  pwr            switching_share=0.348
INFO  cells_and_area numSequentialCells=0
INFO  synth          avgSynthCellArea=7.22µm²
INFO  cells_and_area layout.cells.non_filler=86
INFO  pwr            powerDensity=287nW/µm²
INFO  final_timing   max_slew_headroom=0.925
INFO  final_timing   fin_ws=-0.154ns
INFO  cells_and_area n_fill_cell=383
INFO  critical_path  crit_path_max_fanout=2
INFO  final_timing   fin_crit_period=1.65ns
INFO  route          dr.first_iter.drc_count=0
INFO  min_path       min_to=led[1]
INFO  final_timing   hold_viol=0
INFO  place          numPlacedInstances=83
INFO  route          postRouteAntennaNets=0
INFO  global_routing globalRouteTotalUtil=0.0143
INFO  floorplanning  fp_util=0.0465
INFO  final_timing   setup_violations=3
INFO  pwr            peakVddDrop=32.4µV
INFO  cells_and_area post_route_cells_drive_above_1_share=0.750
INFO  global_routing vias_in_the_first_global_route=174
INFO  synth          synth-warning-count=0
INFO  min_path       hp-start=switch[5]
INFO  critical_path  cpMostUsedCell=buf_6
INFO  synth          yosys_cells=22
INFO  final_timing   transition_time_at_the_pin_with_the_least_slew_margin=0.112ns
INFO  floorplanning  floorplan.die.height=80µm
INFO  pwr            power.total=130µW
INFO  final_timing   min_period_over_period=1.10
INFO  cells_and_area register_area=0µm²
INFO  cells_and_area layout.area.comb=193µm²
INFO  final_timing   finalHoldWorstSlack=1.10ns
INFO  final_timing   slew_viol_final=0
INFO  synth          mapped_cell_area=159µm²
INFO  final_timing   timing.fmax=0.605GHz
INFO  critical_path  required=1.20ns
INFO  route          drt_pre_antenna_iters=1
INFO  global_routing wire_length_of_the_first_global_routing_pass=807µm
INFO  route          wl_per_cell=5.92µm
INFO  pwr            seq_power_share=0
INFO  pwr            internal_power=85.0µW
INFO  cells_and_area clock_buffer_count=0
INFO  cells_and_area finish.instance_area=454µm²
INFO  pwr            leakage_power=0.000207µW
INFO  status         violations=negative setup slack
INFO  place          setup_ws_pre_cts=-0.926ns
INFO  final_timing   setup_repair_after_global_routing_missed_its_margin=yes
INFO  place          gpl.final_weighted_congestion=0.705
INFO  critical_path  worst_path_arrival=1.35ns
INFO  floorplanning  chip_area=6400µm²
INFO  flow_run       log.warning_count=34
INFO  floorplanning  core_ar=3420µm²
INFO  synth          postSynthSeqShare=0
INFO  synth          synthesis.instances=22
INFO  critical_path  worst_path_largest_cell_delay=0.33ns
INFO  global_routing grt_max_degree=4
INFO  global_routing grt-ovfl-total=0
INFO  place          placed_cell_area=362µm²
INFO  route          route.final.wire_length=509µm
INFO  floorplanning  count_of_boundary_i_o_pins=13
INFO  synth          ys_chip_area=159µm²
INFO  synth          yosys.cell_types.count=9
INFO  place          place.port_buffers=13
INFO  route          vias_per_cell=2.15
INFO  route          total_antenna_diodes_in_the_routed_design=0
INFO  route          route.vias.total=185
INFO  flow_run       max_cap_violations=0
INFO  floorplanning  rows=21
INFO  cells_and_area area_growth_syn_to_layout=186%
INFO  critical_path  cpMaxStageDelayCell=fa_2
INFO  min_path       hold_class=input pin to primary output
INFO  critical_path  worst_setup_path_end_kind=primary output
INFO  pwr            share_comb_of_total_power=1.000
INFO  critical_path  start_kind=input pin
INFO  pwr            clockPowerShare=0
INFO  route          final_routed_drc_violation_total=0
INFO  floorplanning  dieWidth=80µm
INFO  critical_path  crit_chain=buf_6 > inv_4 > ha_4 > inv_2 > fa_2 > buf_6 > nor2b_4 > o21ai_2 > nand2b_1 > buf_2
INFO  critical_path  kind_of_critical_path=input pin to primary output
INFO  status         status=complete, but fails checks
INFO  pwr            power.net_switching=45.4µW
-- worst max path at each step --
| stage | end | startpoint | slack (ns) | cells after the start |
|---|---|---|---|---|
| 6_report | led[4] | switch[4] | -0.15 | 10 |
| 5_1_grt | led[4] | switch[4] | -0.22 | 10 |
| 4_1_cts | led[4] | switch[4] | -0.21 | 10 |
-- area by class of cell --
cell class,count,area share
multi-input cells,12,0.424
inverters,10,0.0992
repair buffers,18,0.350
well taps,46,0.127
-- routing by layer --
metal | vias up | track usage | part of all wire
met5 | - | 0 | 0
met4 | 0 | 0 | 0
met3 | 0 | 0.00795 | 0.17
met2 | 8 | 0.0249 | 0.50
met1 | 76 | 0.0159 | 0.34
li1 | 101 | - | -
-- what timing repair did --
item | CTS | global route
endpoints found under the setup margin | 5 | 4
hold buffers | 0 | 0
gates resized | 51 | 8
pin swaps | 10 | 4
setup buffers | 3 | 0
gates cloned | 0 | 0
-- power groups by stage --
| stage | logic (µW) | registers (µW) | clock network [µW] |
|---|---|---|---|
| 6_report | 130 | 0 | 0 |
| 4_1_cts | 115 | 0 | 0 |
| 5_1_grt | 146 | 0 | 0 |
-- stage by stage --
step,TNS (ns),util
final,-0.319,0.133
after CTS,-0.421,0.121
after global placement,-3.69,0.106
after floorplan,0,-
after global routing,-0.519,0.133
after detailed placement,-3.75,0.106
-- cell usage after synthesis (all sizes together) --
cell type   n  area share
a21o        1       0.047
a21oi       1       0.055
fa          1        0.13
ha          4        0.31
inv        10        0.24
nand2b      1       0.039
nor2b       1       0.039
o21ai       1       0.031
xnor2       2        0.11
-- worst max-delay path: cells and delay by family --
kind	cells	cell delay, ns
AOI/OAI and AO/OA	1	0.05
adders and majority gates	2	0.46
buffers and inverters	5	0.38
and+or+nand+nor	2	0.15
-- cell usage in the layout, fill, tap and decap left out, drive strengths merged --
cell,n
buf,13
inv,10
ha,4
dlygate4sd2,4
xnor2,2
nor2b,1
o21ai,1
nand2b,1
a21o,1
a21oi,1
fa,1
clkdlybuf4s50,1
-- logic make-up (layout without fill, tap and decap cells) --
logic type,count (synthesis),after routing,share of synthesized area
XOR/XNOR,2,2,0.110
AND-OR/OR-AND,3,3,0.134
AND/OR/NAND/NOR,2,2,0.0788
adder cells (fa/ha/maj),5,5,0.441
buffers and inverters,10,28,0.236
Power and IR drop assume default switching activity.
